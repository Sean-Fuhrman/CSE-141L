==> design.v <==
module reg_file #(parameter W=8, D=3)(		  
  input           CLK,
                  Reg_write_en,
  input  [D-1:0] Reg_write_address,
                 Reg_read_address_0,   
                 Reg_read_address_1,   
  input  [ W-1:0] Reg_write_data,
  output [ W-1:0] Source_0_data, 
  				  Source_1_data
    );
logic [W-1:0] registers[2**D];	   
assign  Source_0_data = registers[Reg_read_address_0];
assign  Source_1_data = registers[Reg_read_address_1];              
always @ (posedge CLK)
  if (Reg_write_en)	                              
    registers[Reg_write_address] <= Reg_write_data;
endmodule
==> run.sh <==
#!/bin/bash
# OpenROAD 26Q1-2900-gdf79404cd8, Yosys 0.63+post, stock flow scripts
make -C /OpenROAD-flow-scripts/flow DESIGN_CONFIG=/design/flow/config.mk WORK_HOME=/design/flow/orfs finish
==> config.mk <==
export PLATFORM = sky130hd
export DESIGN_NAME = reg_file
export DESIGN_NICKNAME = reg_file
export VERILOG_FILES = /design/flow/design.v
export SDC_FILE = /design/flow/constraint.sdc
export NUM_CORES = 4
export LEC_CHECK = 1
export CORE_UTILIZATION = 50
==> constraint.sdc <==
current_design reg_file

set clk_period 1.8
set clk_io_pct 0.2

create_clock -name clk0 -period $clk_period [get_ports {CLK}]

set non_clock_inputs [all_inputs -no_clocks]
set_input_delay [expr $clk_period * $clk_io_pct] -clock clk0 $non_clock_inputs
set_output_delay [expr $clk_period * $clk_io_pct] -clock clk0 [all_outputs]
==> run_results.csv <==
group,metric,value,unit
synthesis,flop_cell,"edfxtp_1",
drt,drtAntennaViolNets,0,
cts,cts_root_buf,"clkbuf_8",
critical_path,crit_chain,"buf_4 -> mux4_2 -> mux2_4 -> buf_2",
floorplan,die_area,0.00647,mm2
grt,antenna_found_initial,0,
drt,insertedDiodeCount,0,
synthesis,yosys_area,0.00308,mm2
drt,dr_total_vias,1548,
hold_path,hold_path_class,"primary input to flip-flop",
synthesis,async_flop_share,0,
synthesis,edf_count,64,
placement,pre_cts_ws,-0.876,ns
drt,wl_met1,1.82,mm
sta,relSlewSlack,0.840,
grt,overflow,0,
layout,regMostFlops,"registers",
job,openroad.warnings,28,
pwr,p_per_area,818,mW/mm2
floorplan,core_area,0.00592,mm2
job,max-cap-violations,0,
drt,viasPerCell,5.71,
pwr,power_frac_clock,0.305,
run_status,violations,"negative setup slack",
hold_path,hold_depth,1,
floorplan,die_h,80.5,um
layout,drive_gt1_frac,0.510,
critical_path,cp.arrival,1.72,ns
pwr,switching_share,0.198,
critical_path,cp_slowest_stage_delay,0.46,ns
sta,post-route-period-util,1.16,
cts,cts.path.max_buffers,2,
synthesis,topCellsByArea,"edfxtp_1 (62%), mux4_1 (25%), mux2_2 (5.9%)",
critical_path,slowest_stage,"mux4_2",
pwr,power.leakage,1.29,nW
layout,top_regs,"registers (64)",
grt,grt_pass1_wl,8.83,mm
drt,top_layer,"met4",
sta,finalSetupViolCount,16,
cts,cts_tree,"built",
sta,tightestPinTransition,0.240,ns
synthesis,yosys_warnings,1,
critical_path,cp_max_fo,2,
sta,period_minus_slack,2.08,ns
sta,slew_violations,0,
drt,routedWlPerCell,20.6,um
layout,syn_to_final_growth,19.1,%
cts,clk_pin_slew,0.06,ns
cts,cts.htree.levels,3,
synthesis,netlist.area_leader.share,0.624,
critical_path,critical_path_class,"flip-flop to primary output",
sta,hold_viol_final,0,
pwr,intPower,2.40,mW
synthesis,synthCells,135,
critical_path,end_kind,"primary output",
sta,rsz0062_at_grt,"true",
placement,detailed_place_hpwl,3.89,mm
critical_path,cp.depth,4,
grt,track_usage,0.218,
floorplan,die_w,80.5,um
pwr,peakVddDrop,0.615,mV
synthesis,ys_seq_frac,0.624,
drt,route.met2.wl,3.01,mm
synthesis,ys.flops,64,
cts,cts_buffers,9,
pwr,pwr-share-comb,0.124,
layout,largest_reg_flops,64,
synthesis,synth_area,0.00308,mm2
synthesis,syn_avg_cell_area,22.8,um2
placement,place_area,0.00357,mm2
grt,grt_max_degree,10,
sta,setup_slack,-0.281,ns
drt,dr.pass1.iters,4,
floorplan,initial_utilization,0.520,
grt,grt_pass1_vias,1753,
floorplan,rows,28,
floorplan,ioPinCount,35,
critical_path,worstPathBufferInverterCount,2,
critical_path,cp_data_required_time,1.44,ns
synthesis,yosys-top-cells-count,"edfxtp_1 (64), mux4_1 (29), mux2_2 (16)",
critical_path,cp_top_family,"multiplexers",
cts,clock_sinks,64,
sta,max_freq,0.480,GHz
pwr,seqPwrFrac,0.571,
critical_path,cp-start-kind,"flip-flop",
synthesis,ys_types,13,
pwr,p_switching,0.595,mW
synthesis,yosysMostFrequentCell,"edfxtp_1",
drt,wl_met3,646,um
synthesis,ys_cells,135,
synthesis,synth_top_cell_by_area,"edfxtp_1",
drt,dr.first_iter.drc_count,104,
drt,wl,5.58,mm
run_status,outcome,"finished, violations left",
placement,portBuffers,34,
placement,gp_congestion,0.800,
layout,fin_area,0.00367,mm2
sta,setup_tns,-2.39,ns
drt,drc,0,
[metrics by stage]
step	util	hold slack (ns)	std cells	total power, mW
floorplan	-	0.459	135	1.91
global placement	0.604	1.06	254	2.08
detailed placement	0.604	1.10	254	2.10
CTS	0.617	0.744	271	3.03
global route	0.619	0.773	271	3.13
finish	0.619	0.754	271	3.00
[layout by cell type, fill, tap and decap left out, drive strengths merged]
| cell | synthesis | layout |
|---|---|---|
| clkbuf | 2 | 11 |
| clkinv | 0 | 2 |
| mux4 | 32 | 32 |
| nand2b | 3 | 3 |
| clkdlybuf4s50 | 0 | 14 |
| edfxtp | 64 | 64 |
| nor2 | 6 | 6 |
| nor3 | 2 | 2 |
| buf | 8 | 42 |
| dlygate4sd2 | 0 | 2 |
| mux2 | 16 | 16 |
| nand2 | 2 | 2 |
[kinds of logic (layout without fill, tap and decap cells)]
logic type | count (synthesis) | count (layout) | share of synthesized area
buf+inv | 10 | 71 | 0.0285
flops | 64 | 64 | 0.624
mux | 48 | 48 | 0.328
simple gates | 13 | 13 | 0.0191
[power by group through the flow]
stage	sequential (mW)	clock [mW]	combinational, mW
final	1.71	0.914	0.371
after global routing	1.72	1.01	0.405
after CTS	1.71	0.942	0.372
[repair_timing]
item | 4_1_cts | 5_1_grt
resized | 114 | 2
endpoints found under the setup margin | 16 | 16
hold buffers | 0 | 0
cloned | 0 | 0
pin swaps | 0 | 0
buffers inserted | 4 | 0
[worst paths after layout]
check	from	end
worst min-delay path	Reg_write_data[6]	registers[1][6]
worst max-delay path	registers[7][5]	Source_1_data[5]
[layout make-up]
class,count,area [um2]
well taps,75,93.8
repair buffers,58,485
multi-input cells,61,1020
fillers,438,2250
flip-flops and latches,64,1920
clock inverters,2,10.0
clock buffers,11,131
[metal layers]
| metal | GRT usage | up-vias |
|---|---|---|
| met5 | 0 | - |
| met4 | 0.0321 | 0 |
| met3 | 0.125 | 9 |
| met2 | 0.349 | 76 |
| met1 | 0.288 | 767 |
| li1 | - | 696 |
Power and IR drop assume default switching activity.
