### flow/design.v
module LUT(
  input[2:0] addr,
  output logic[9:0] Target
  );
always_comb 
  case(addr)		    
3'b000: Target = 10'd0;
3'b001: Target = 10'd36;
3'b010: Target = 10'd40;
3'b011: Target = 10'd63;
3'b100: Target = 10'd68;
3'b101: Target = 10'd208;
3'b110: Target = 10'd0;
3'b111: Target = 10'd1023;
	default: Target = 10'd1;
  endcase
endmodule
### flow/run.sh
#!/bin/bash
# OpenROAD 26Q1-2900-gdf79404cd8, Yosys 0.63+post, stock flow scripts
make -C /OpenROAD-flow-scripts/flow DESIGN_CONFIG=/design/flow/config.mk WORK_HOME=/design/flow/orfs finish
### flow/config.mk
export PLATFORM = sky130hd
export DESIGN_NAME = LUT
export DESIGN_NICKNAME = LUT
export VERILOG_FILES = /design/flow/design.v
export SDC_FILE = /design/flow/constraint.sdc
export NUM_CORES = 4
export LEC_CHECK = 1
export CORE_AREA = 10 10 70 70
export DIE_AREA = 0 0 80 80
### flow/constraint.sdc
current_design LUT

set clk_period 1.2
set clk_io_pct 0.2

create_clock -name clk0 -period $clk_period

set non_clock_inputs [all_inputs -no_clocks]
set_input_delay [expr $clk_period * $clk_io_pct] -clock clk0 $non_clock_inputs
set_output_delay [expr $clk_period * $clk_io_pct] -clock clk0 [all_outputs]
==> results_dict.tcl <==
# collected from the flow reports
set metrics [dict create \
    power_frac_seq 0 \
    wl_um 553 \
    rsz0062_at_grt "false" \
    core_area_mm2 0.003416 \
    hold_violations 0 \
    die_w_um 80 \
    via_per_inst 2.025 \
    p_int_w 0.00006073 \
    seq_cell_count 0 \
    gp_routability_congestion 0.7325 \
    die_h_um 80 \
    area_delta_synth_final_pct 163.0 \
    report.power.total_w 0.00009643 \
    chipArea_mm2 0.006400 \
    swShare 0.3701 \
    end_kind "output port" \
    worstHoldPathCells 3 \
    path_common_cell "buf_6" \
    crit_end "Target[4]" \
    fin_crit_ps 1167 \
    drv_cap 0 \
    drive_above_1_share 0.7059 \
    synth-warning-count 1 \
    syn_inst 19 \
    fp_util 0.04359 \
    grt_pass1_wl_um 841 \
    power_switching_w 0.00003569 \
    first_pass_iters 3 \
    worst-setup-path-type "input port to output port" \
    grtUsageTotal 0.01593 \
    worst_pin_slew_ps 153.2 \
    ctsHoldBuffers 0 \
    antenna_found_initial 0 \
    cp.required_ps 960 \
    vias 162 \
    hp-class "input port to output port" \
    yosysSeqAreaShare 0 \
    insertedDiodeCount 0 \
    cpPeakStageDelay_ps 170 \
    crit_chain "buf_6, buf_6, and2_4, o21bai_1, clkdlybuf4s15_1" \
    portBuffers 13 \
    finalCritPeriodShare 0.9726 \
    grt_pass1_vias 176 \
    cp_max_fo 3 \
    postRouteAntennaNets 0 \
    ys_area_um2 148.9 \
    rows 21 \
    comb_power_share 1.000 \
    ios 13 \
    ir_worst_vdd_mv 0.05035 \
    cpMaxStageDelayCell "clkdlybuf4s15_1" \
    ys_cells 19 \
    power_density_mw_per_mm2 246.2 \
    cp-startpoint "addr[0]" \
    synth.distinct_cells 12 \
    slew_headroom 0.8950 \
    overflow 0 \
    register_area_um2 0 \
    drc 0 \
    p_leak_nw 0.1678 \
    finalSetupViolCount 0 \
    warning_count 35 \
    clkbuf_count 0 \
    clockPowerShare 0 \
    fin_tns_setup_ps 0 \
    fmax_mhz 856.8 \
    cp_data_arrival_time_ps 930 \
    slew_viol_final 0 \
    syn_area_um2 148.9 \
    status "finished, final reports clean" \
    routedWlPerCell_um 6.913 \
    grt_max_degree 9 \
    drt_iter0_markers 3 \
    syn_avg_cell_area_um2 7.836 \
    worstSetupStartpointType "input port" \
]
Yosys cell counts, drive strengths merged:
master	n	share of area
o21ai	1	0.034
inv	3	0.076
clkbuf	1	0.025
o21bai	1	0.050
and2	2	0.10
mux2i	2	0.13
ha	4	0.34
nor2b	1	0.042
nand2	1	0.025
buf	3	0.18
cell families (layout without fill, tap and decap cells):
family,Yosys count,in the layout,share of synthesized area
AND/OR/NAND/NOR,4,4,0.1681
multiplexers,2,2,0.1345
AND-OR/OR-AND,2,2,0.08402
buffers and inverters,7,22,0.2772
adder cells (fa/ha/maj),4,4,0.3361
power by group through the flow:
stage	Clock (W)	Combinational, W	Sequential (W)
after global routing	0	0.000110	0
after CTS	0	0.0000936	0
final	0	0.0000964	0
through the flow:
| step | util | cells | hold slack (ps) | setup WS, ps | instance area [um^2] |
|---|---|---|---|---|---|
| detailed placement | 0.1007 | 79 | 1617 | -799.4 | 344.1 |
| global route | 0.1147 | 80 | 831.2 | 2.806 | 391.6 |
| floorplan | - | 19 | 572.6 | 286.2 | 148.9 |
| finish | 0.1147 | 80 | 792.5 | 32.89 | 391.6 |
| global placement | 0.1007 | 79 | 1609 | -837.8 | 344.1 |
| CTS | 0.1106 | 80 | 829.3 | 2.168 | 377.9 |
area by class of cell:
cell class / instances / area, um^2
Fill cell: 402 / 3024
Inverter: 3 / 11.26
Multi-Input combinational cell: 12 / 162.7
Tap cell: 46 / 57.56
Timing Repair Buffer: 19 / 160.2
layer usage:
layer | wire length (um) | GRT usage | part of all wire
met5 | 0 | 0 | 0
met4 | 0 | 0 | 0
met2 | 161 | 0.02167 | 0.29
met3 | 115 | 0.009091 | 0.21
met1 | 276 | 0.02241 | 0.50
repair_timing:
action / CTS / global route
endpoints found under the setup margin: 10 / 4
pin swaps: 1 / 1
gates resized: 46 / 9
setup buffers: 1 / 0
critical path: cells and delay by family:
family | cells | cell delay (ps)
AOI/OAI and AO/OA | 1 | 150
buffers and inverters | 3 | 390
and+or+nand+nor | 1 | 150
cell usage in the layout, fill, tap and decap left out:
cell / count
o21ai_0: 1
nand2_1: 1
buf_2: 2
clkbuf_2: 3
inv_2: 3
o21bai_1: 1
buf_6: 5
ha_4: 4
buf_4: 4
nor2b_2: 1
mux2i_1: 2
dlygate4sd2_1: 1
clkdlybuf4s15_1: 4
and2_4: 2
worst min path at each step:
stage | startpoint | to | slack [ps]
CTS | addr[2] | Target[2] | 830
finish | addr[2] | Target[5] | 790
global route | addr[2] | Target[5] | 830
Power and IR drop assume default switching activity.
